===== flow/design.v =====
module Mem (
  input [63:0] RdWriteDataIn,
  input [4:0] RdAddrIn,
  input RdWriteEnableIn,
  input [63:0] ImmIn,
  input [6:0] OpCodeIn,
  input [2:0] Funct3In,
  input [63:0] Rs1ReadDataIn,
  input [63:0] Rs2ReadDataIn,
  output [63:0] RdWriteDataOut,
  output [4:0] RdAddrOut,
  output RdWriteEnableOut,
  output [63:0] RaddrOut,
  output [63:0] WaddrOut,
  output [63:0] MemDataOut,
  output [3:0] Wmask,
  input [63:0] MemDataIn
);
  wire [63:0] MemTypeData;
  wire [63:0] LoadTypeAddr;
  wire [63:0] StoreTypeAddr;
  wire [63:0] StoreTypeData;
  wire [3:0] StoreTypeMask;
  MuxKeyWithDefault #(1, 7, 64) RdWriteData_mux (RdWriteDataOut, OpCodeIn, RdWriteDataIn, {
    7'b0000011, MemTypeData
  });
  MuxKeyWithDefault #(7, 3, 64) MemTypeData_mux (MemTypeData, Funct3In, 64'b0, {
    3'b011, MemDataIn,
    3'b010, {{32{MemDataIn[31]}}, MemDataIn[31:0]},
    3'b001, {{48{MemDataIn[31]}}, MemDataIn[15:0]},
    3'b000, {{56{MemDataIn[31]}}, MemDataIn[7:0]},
    3'b100, {{56{1'b0}}, MemDataIn[7:0]},
    3'b101, {{48{1'b0}}, MemDataIn[15:0]},
    3'b110, {{32{1'b0}}, MemDataIn[31:0]}
  });
  MuxKeyWithDefault #(1, 7, 64) MemRAddr_mux (RaddrOut, OpCodeIn, 64'b0, {
    7'b0000011, LoadTypeAddr
  });
  MuxKeyWithDefault #(7, 3, 64) LoadTypeAddr_mux (LoadTypeAddr, Funct3In, 64'b0, {
    3'b011, Rs1ReadDataIn + ImmIn,
    3'b010, Rs1ReadDataIn + ImmIn,
    3'b001, Rs1ReadDataIn + ImmIn,
    3'b000, Rs1ReadDataIn + ImmIn,
    3'b100, Rs1ReadDataIn + ImmIn,
    3'b001, Rs1ReadDataIn + ImmIn,
    3'b110, Rs1ReadDataIn + ImmIn
  });
  MuxKeyWithDefault #(1, 7, 64) MemWAddr_mux (WaddrOut, OpCodeIn, 64'b0, {
    7'b0100011, StoreTypeAddr
  });
  MuxKeyWithDefault #(4, 3, 64) StoreTypeAddr_mux (StoreTypeAddr, Funct3In, 64'b0, {
    3'b011, Rs1ReadDataIn + ImmIn, 
    3'b010, Rs1ReadDataIn + ImmIn,
    3'b001, Rs1ReadDataIn + ImmIn,
    3'b000, Rs1ReadDataIn + ImmIn
  });
  MuxKeyWithDefault #(1, 7, 64) MemWData_mux (MemDataOut, OpCodeIn, 64'b0, {
    7'b0100011, StoreTypeData
  });
  MuxKeyWithDefault #(4, 3, 64) StoreTypeData_mux (StoreTypeData, Funct3In, 64'b0, {
    3'b011, Rs2ReadDataIn,
    3'b010, Rs2ReadDataIn,
    3'b001, Rs2ReadDataIn,
    3'b000, Rs2ReadDataIn
  });
  MuxKeyWithDefault #(1, 7, 4) MemMask_mux (Wmask, OpCodeIn, 4'b0, {
    7'b0100011, StoreTypeMask
  });
  MuxKeyWithDefault #(4, 3, 4) StoreTypeMask_mux (StoreTypeMask, Funct3In, 4'b0, {
    3'b011, 4'b1000,
    3'b010, 4'b0100,
    3'b001, 4'b0010,
    3'b000, 4'b0001
  });
  assign RdAddrOut = RdAddrIn;
  MuxKeyWithDefault #(1, 7, 1) RdWriteEnable_mux (RdWriteEnableOut, OpCodeIn, RdWriteEnableIn, {
    7'b0000011, 1'b1
  });
endmodule
module MuxKeyInternal #(NR_KEY = 2, KEY_LEN = 1, DATA_LEN = 1, HAS_DEFAULT = 0) (
  output reg [DATA_LEN-1:0] out,
  input [KEY_LEN-1:0] key,
  input [DATA_LEN-1:0] default_out,
  input [NR_KEY*(KEY_LEN + DATA_LEN)-1:0] lut
);
  localparam PAIR_LEN = KEY_LEN + DATA_LEN;
  wire [PAIR_LEN-1:0] pair_list [NR_KEY-1:0];
  wire [KEY_LEN-1:0] key_list [NR_KEY-1:0];
  wire [DATA_LEN-1:0] data_list [NR_KEY-1:0];
  generate
    for (genvar n = 0; n < NR_KEY; n = n + 1) begin
      assign pair_list[n] = lut[PAIR_LEN*(n+1)-1 : PAIR_LEN*n];
      assign data_list[n] = pair_list[n][DATA_LEN-1:0];
      assign key_list[n]  = pair_list[n][PAIR_LEN-1:DATA_LEN];
    end
  endgenerate
  reg [DATA_LEN-1 : 0] lut_out;
  reg hit;
  integer i;
  always @(*) begin
    lut_out = 0;
    hit = 0;
    for (i = 0; i < NR_KEY; i = i + 1) begin
      lut_out = lut_out | ({DATA_LEN{key == key_list[i]}} & data_list[i]);
      hit = hit | (key == key_list[i]);
    end
    if (!HAS_DEFAULT) out = lut_out;
    else out = (hit ? lut_out : default_out);
  end
endmodule
module MuxKeyWithDefault #(NR_KEY = 2, KEY_LEN = 1, DATA_LEN = 1) (
  output [DATA_LEN-1:0] out,
  input [KEY_LEN-1:0] key,
  input [DATA_LEN-1:0] default_out,
  input [NR_KEY*(KEY_LEN + DATA_LEN)-1:0] lut
);
  MuxKeyInternal #(NR_KEY, KEY_LEN, DATA_LEN, 1) i0 (out, key, default_out, lut);
endmodule

===== flow/run.sh =====
#!/bin/bash
# OpenROAD 26Q1-2900-gdf79404cd8, Yosys 0.63+post, stock flow scripts
make -C /OpenROAD-flow-scripts/flow DESIGN_CONFIG=/design/flow/config.mk WORK_HOME=/design/flow/orfs finish

===== flow/config.mk =====
export PLATFORM = sky130hd
export DESIGN_NAME = Mem
export DESIGN_NICKNAME = Mem
export VERILOG_FILES = /design/flow/design.v
export SDC_FILE = /design/flow/constraint.sdc
export NUM_CORES = 4
export LEC_CHECK = 1
export CORE_AREA = 10 10 236 236
export DIE_AREA = 0 0 246 246

===== flow/constraint.sdc =====
current_design Mem

set clk_period 33.5
set clk_io_pct 0.2

create_clock -name clk0 -period $clk_period

set non_clock_inputs [all_inputs -no_clocks]
set_input_delay [expr $clk_period * $clk_io_pct] -clock clk0 $non_clock_inputs
set_output_delay [expr $clk_period * $clk_io_pct] -clock clk0 [all_outputs]

==> out/metrics.yaml <==
status:
  status: "finished clean"
synthesis:
  ys_chip_area_sq_mm: 0.00608
  top_area_frac: 0.130
  synth_warnings: 6
  logic_family: "AND-OR/OR-AND gates"
  simple_gate_share: 0.338
  xor_area_frac: 0.0893
  netlist_area_sq_mm: 0.00608
  yosys.area.top_type: "ha_1"
  yosys_cells: 1010
  ys_sh_mux: 0
  ys_sh_aoi: 0.369
  yosysSeqAreaShare: 0
  synthDistinctLibCells: 65
  syn_area_per_cell_sq_um: 6.02
  adder_share: 0.133
  synthCells: 1010
  area_leaders: "ha_1, nor2_1, a21oi_1"
timing:
  fmax_mhz: 57.7
  min_period_ns: 17.34
  tightest_slew_ns: 0.936
  grt_setup_unrepaired: "false"
  tns_ns: 0
  hold_violations: 0
  min_period_over_period: 0.518
  slew_headroom: 0.375
  setup_viol_count_final: 0
  drv_slew: 0
route:
  wl_per_cell_um: 25.2
  vias: 9759
  drt_pass1_iterations: 5
  totalWireLength_um: 55800
  ant_nets: 0
  routed_via_density: 4.42
  remaining_drc_errors: 0
  drt_iter0_markers: 559
power:
  power.density_mw_per_mm2: 12.8
  p_leak_nw: 4.85
  p_switching_uw: 83.2
  p_total_uw: 162
  vdd_ir_drop_max_uv: 6.05
  comb_power_share: 1.000
  seq_power_share: 0
  clockPowerShare: 0
  p_sw_frac: 0.515
  p_int_uw: 78.4
worst_setup_path:
  worstPathRequired_ns: 26.80
  cpPeakStageDelay_ns: 0.69
  crit_family: "AND-OR/OR-AND gates"
  slowest_stage: "clkdlybuf4s50_1"
  end_kind: "primary output"
  path_buffers: 3
  crit_path_max_fanout: 5
  cp_data_arrival_time_ns: 10.64
  cp-start-kind: "input port"
  worstPathCellList: "clkdlybuf4s50_1, ha_1, inv_1, fa_1, nor2b_1, o2111ai_1, a21oi_2, nor3_4, a211oi_2, a211oi_2, o31a_2, o211ai_2, a21oi_1, nor3_2, clkdlybuf4s50_1"
  worstSetupPathType: "input port to primary output"
cts:
  ctsHoldBuffers: 0
  cts_resized: 0
  cts_setup_buffers: 0
place:
  dp_hpwl_um: 49000
  gp_congestion: 0.946
  numPortBuffers: 592
die:
  coreArea_sq_mm: 0.0504
  fp_util: 0.121
  die_w_um: 246
  dieArea_sq_mm: 0.0605
  num_rows: 82
  dieHeight_um: 246
  io_pins: 602
global_route:
  grt_max_degree: 66
  grt_pass1_wl_um: 75900
  grt_pass1_vias: 9900
  antenna_found_initial: 20
  track_usage: 0.174
  overflow: 0
run:
  maxCapViolations: 0
  warnings: 32
finish:
  final.clkbuf_count: 0
  final_common_cell: "clkdlybuf4s50_1"
  area_growth_syn_to_layout_pct: 107
  flop-count: 0
  drive_gt1_frac: 0.0320
  final_cell_mix: "clkdlybuf4s50_1, nor2_1, nand2_1, a21oi_1, and2_1"
  fillers: 5554
  flop_area_sq_um: 0
hold_path:
  min_path_cells: 0
  hold_path_end: "RdAddrOut[0]"
  hold_path.class: "input port to primary output"
  min_from: "RdAddrIn[0]"
[power by group through the flow]
stage / Sequential, mW / Combinational, mW / Clock, mW
5_1_grt: 0 / 0.174 / 0.0000000120
6_report: 0 / 0.162 / 0.0000000323
4_1_cts: 0 / 0.163 / 0
[cells in the mapped netlist (3+ instances only)]
cell      number
o21ai_0       49
nand2b_1       6
nor2b_1        7
a21o_1        39
buf_1          3
a21oi_1       89
buf_2          8
nand4_1       23
ha_1          63
buf_4          6
nand2_1      114
or2_2          3
o21a_1         8
and2_1        66
xnor2_1       33
o21ai_2        3
a211oi_1       5
o21ai_1       13
inv_1         20
a31oi_1       39
a22o_1         8
and4_1         5
a221oi_1       4
o21bai_1      17
nand3_1        9
nor3_1        16
xor2_1        29
o211ai_1       4
nor2_1       169
and3_1         5
o31ai_1       33
a21oi_2       10
clkbuf_1      63
[worst max path at each step]
stage | depth (start not counted) | slack [ns] | from | to
CTS | 13 | 16.05 | ImmIn[16] | RaddrOut[63]
global route | 13 | 15.84 | Rs1ReadDataIn[16] | RaddrOut[63]
finish | 15 | 16.16 | ImmIn[0] | RaddrOut[62]
[cells by family (layout without fill, tap and decap cells)]
kind of cell,Yosys count,count (layout)
compound gates,342,342
other cells,0,8
simple gates,439,439
xor+xnor,62,62
fa+ha+maj,64,64
buf+inv,103,623
[stage by stage]
stage | instances | util | setup WS, ns | hold slack [ns] | area (sq um)
6_report | 2210 | 0.250 | 16.16 | 13.40 | 12600
5_1_grt | 2205 | 0.250 | 15.84 | 13.40 | 12600
4_1_cts | 2202 | 0.250 | 16.05 | 13.40 | 12600
3_5_place_dp | 2202 | 0.250 | 16.06 | 13.40 | 12600
3_3_place_gp | 2202 | 0.250 | 15.99 | 13.40 | 12600
2_1_floorplan | 1010 | - | 17.85 | 13.45 | 6080
[routing by layer]
layer,track usage,share of wire,vias to the layer above
met2,0.298,0.48,527
met3,0.0749,0.12,62
met1,0.200,0.38,4521
met4,0.0261,0.018,18
met5,0,0.0018,-
li1,-,-,4631
[cell type report]
class	count	area (sq um)	share of cell area
well taps	672	841	0.0667
inverters	20	75.1	0.00596
diodes	8	20.0	0.00159
multi-input cells	907	5670	0.450
repair buffers	603	6000	0.476
Power and IR drop assume default switching activity.

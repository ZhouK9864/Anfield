**config.mk**
```make
export PLATFORM = sky130hd
export DESIGN_NAME = Pc
export DESIGN_NICKNAME = Pc
export VERILOG_FILES = /design/flow/design.v
export SDC_FILE = /design/flow/constraint.sdc
export NUM_CORES = 4
export LEC_CHECK = 1
export CORE_UTILIZATION = 40
```
**constraint.sdc**
```tcl
current_design Pc

set clk_period 10.1
set clk_io_pct 0.2

create_clock -name clk0 -period $clk_period [get_ports {Clk}]

set non_clock_inputs [all_inputs -no_clocks]
set_input_delay [expr $clk_period * $clk_io_pct] -clock clk0 $non_clock_inputs
set_output_delay [expr $clk_period * $clk_io_pct] -clock clk0 [all_outputs]
```
**design.v**
```verilog
module Pc (
  input Clk,
  input Rst,
  input [63:0] JumpAddrFromCtrl,
  input [2:0] HoldFlagFromCtrl,
  output [63:0] PcOut
);
  wire [63:0] PcIn;
  assign PcIn = (HoldFlagFromCtrl == 3'b001) ? JumpAddrFromCtrl 
                : ((HoldFlagFromCtrl == 3'b010) ? PcOut 
                : (PcOut + 4));
  Reg #(64, 64'h80000000) Pc_reg (Clk, Rst, PcIn, PcOut, 1'b1);
endmodule
module Reg #(WIDTH = 1, RESET_VAL = 0) (
  input clk,
  input rst,
  input [WIDTH-1:0] din,
  output reg [WIDTH-1:0] dout,
  input wen
);
  always @(posedge clk or negedge rst) begin
    if (!rst) dout <= RESET_VAL;
    else if (wen) dout <= din;
  end
endmodule
```
**run.sh**
```bash
#!/bin/bash
# OpenROAD 26Q1-2900-gdf79404cd8, Yosys 0.63+post, stock flow scripts
make -C /OpenROAD-flow-scripts/flow DESIGN_CONFIG=/design/flow/config.mk WORK_HOME=/design/flow/orfs finish
```
==> impl_metrics.json <==
{
  "viasPerCell": 6.27,
  "grt_pass1_vias": 4800,
  "max-clock-path-buffers": 2,
  "vias": 5107,
  "crit_path_end_kind": "register",
  "syn_to_final_growth_pct": 35.4,
  "r2r-end": "Pc_reg.dout[58]",
  "overflow": 0,
  "fp_util_pct": 41.2,
  "rr_worst_depth": 6,
  "ant_nets": 0,
  "finalPower_w": 0.000968,
  "synth_top_area_share_pct": 35.3,
  "min_period_ns": 4.40,
  "logic_area_sq_um": 2670,
  "crit_fanout": 76,
  "rows": 38,
  "max_flop_register": "Pc_reg.dout",
  "ys_seq_share_pct": 35.9,
  "wirelength_mm": 16.0,
  "setup_violations": 0,
  "finalHoldViolCount": 0,
  "cts.sinks": 64,
  "rsz0062_at_grt": "no",
  "ios": 133,
  "largest_register_ffs": 64,
  "status": "completed",
  "yosysMostFrequentCell": "dfrtp_1",
  "dp_hpwl_mm": 10.9,
  "tightestPinTransition_ns": 0.969,
  "fin_tns_setup_ns": 0,
  "clock.latency.late_pin_ns": 0.36,
  "fin_crit_sh_pct": 43.6,
  "die_h_microns": 108,
  "synth.distinct_cells": 61,
  "power.share.clock_pct": 22.9,
  "leakage_nw": 2.18,
  "yosys_cells": 556,
  "fin_skew_ns": 0.00766,
  "crit_end": "Pc_reg.dout[41]",
  "critical_path.startpoint_type": "input port",
  "startpoint": "HoldFlagFromCtrl[0]",
  "arrival_ns": 4.69,
  "postCtsResizedCells": 0,
  "hold_path_class": "reg2reg",
  "reg_top3": "Pc_reg.dout x64",
  "core_sq_um": 10800,
  "antenna_found_initial": 0,
  "register_area_sq_um": 1600,
  "edf_count": 0,
  "pwr-share-comb_pct": 32.7,
  "layout-drive-gt1-share_pct": 6.07,
  "gr-usage-all-layers_pct": 29.5,
  "syn-mean-instance-area_sq_um": 8.04,
  "fmax_mhz": 227,
  "n_antenna_cell": 0,
  "r2r_slack_ns": 6.98,
  "cts_setup_buffers": 0,
  "cts_buffers": 9,
  "crit_required_ns": 10.39,
  "die_w_microns": 108,
  "grt_max_degree": 77,
  "grt_pass1_wl_mm": 25.8,
  "netlist_instances": 556,
  "synth-main-ff-cell": "dfrtp_1",
  "gp_congestion": 0.946,
  "fill_cells": 1014,
  "drc": 0,
  "synth.area.top_cells": "dfrtp_1, nand3_1, nand4_1",
  "synth_top_cell_by_area": "dfrtp_1",
  "ys_chip_area_sq_um": 4470,
  "netlist_area_sq_um": 4470,
  "die_area_sq_um": 11600,
  "clkTransAtPathRegs_ns": 0.07,
  "peakVddDrop_v": 0.0000942,
  "cts_max_level": 3,
  "maxSlewViolCount": 0,
  "post_drt_wl_per_cell_microns": 19.6,
  "drt_pass1_iterations": 5,
  "tool_warnings": 26,
  "cts-root-buf": "clkbuf_8",
  "cts_tree": "yes",
  "intPower_w": 0.000624,
  "ctsHoldBuffers": 0,
  "ys_ff": 64,
  "ys_top_cells_by_count": "dfrtp_1, nand2_1, nand3_1",
  "power.density_nw_per_um2": 160,
  "power_switching_w": 0.000344,
  "power_frac_seq_pct": 44.5,
  "yosys_warnings": 1,
  "portBuffers": 132,
  "swShare_pct": 35.5,
  "critPathKind": "in2reg",
  "r2r-start": "Pc_reg.dout[2]",
  "slew_headroom_pct": 34.8,
  "dr.first_iter.drc_count": 343,
  "ys_async_sr_fraction_pct": 100,
  "cap_violations": 0
}
-- cells in the final DEF (no fill, tap or decap), types with 15 or more instances in the layout --
master / instances
a21oi_1: 35
nor2_1: 46
dfrtp_1: 63
o21ai_0: 25
o211ai_1: 15
a22oi_1: 21
nor4_1: 20
nand4_1: 36
clkdlybuf4s50_1: 131
nand3_1: 47
nand2_1: 59
-- layout make-up --
type / count / area share, %
flip-flops and latches: 64 / 26.5
inverters: 9 / 0.558
clock buffers: 13 / 2.96
multi-input cells: 447 / 44.2
repair buffers: 140 / 22.7
well taps: 140 / 2.89
clock inverters: 2 / 0.207
-- metal layers --
metal  up-vias  track usage [%]  wire (microns)
met5         -                0               0
met4         0             5.28             250
met3        17             3.89            1080
met2       207             44.5            7470
met1      2471             46.8            7210
li1       2412                -               -
-- power groups by stage --
stage	logic, W	clock network [W]	registers, W
6_report	0.000316	0.000222	0.000430
5_1_grt	0.000353	0.000235	0.000445
4_1_cts	0.000318	0.000224	0.000427
-- logic make-up (layout without fill, tap and decap cells) --
kind of cell	count (synthesis)	after routing	share of synthesized area, %
flops	64	64	35.9
fa+ha+maj	1	1	0.280
buf+inv	45	164	4.56
simple gates	280	280	33.5
compound gates	163	163	25.1
mux	3	3	0.672
-- stage by stage --
step | worst slack [ns] | hold WS, ns | utilization, % | cell area, sq um | std cells
after floorplan | 6.33 | 0.421 | - | 4470 | 556
after global placement | 5.46 | 0.467 | 54.1 | 5860 | 800
after detailed placement | 5.39 | 0.475 | 54.1 | 5860 | 800
after CTS | 5.75 | 0.491 | 55.8 | 6050 | 815
after global routing | 5.54 | 0.524 | 55.8 | 6050 | 815
final | 5.70 | 0.488 | 55.8 | 6050 | 815
-- worst min-delay path by stage --
stage | start | end | slack, ns | depth (start not counted)
4_1_cts | Pc_reg.dout[0] | Pc_reg.dout[0] | 0.49 | 2
5_1_grt | Pc_reg.dout[0] | Pc_reg.dout[0] | 0.52 | 2
6_report | Pc_reg.dout[0] | Pc_reg.dout[0] | 0.49 | 2
-- worst max-delay path, cell delays in order --
cell and delay (ns):
clkdlybuf4s50_1 0.55, or3b_2 0.26, buf_4 0.57, nand2_1 0.11, buf_4 0.26, nor2_1 0.10
or4b_2 0.59, nand3_1 0.11
Power figures rest on the tool's default switching activity, not on a simulated workload.

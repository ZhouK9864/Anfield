==> /design/flow/design.v <==
module Ex2Mem (
  input Clk,
  input Rst,
  input [63:0] RdWriteDataIn,
  input [4:0] RdAddrIn,
  input RdWriteEnableIn,
  input [63:0] ImmIn,
  input [6:0] OpCodeIn,
  input [2:0] Funct3In,
  input [63:0] Rs1ReadDataIn,
  input [63:0] Rs2ReadDataIn,
  output [63:0] RdWriteDataOut,
  output [4:0] RdAddrOut,
  output RdWriteEnableOut,
  output [63:0] ImmOut,
  output [6:0] OpCodeOut,
  output [2:0] Funct3Out,
  output [63:0] Rs1ReadDataOut,
  output [63:0] Rs2ReadDataOut
);
  Reg #(64, 64'h0) RdWriteData_reg (Clk, Rst, RdWriteDataIn, RdWriteDataOut, 1'b1);
  Reg #(5, 5'b0) RdAddr_reg (Clk, Rst, RdAddrIn, RdAddrOut, 1'b1);
  Reg #(1, 1'b0) RdWriteEnable_reg (Clk, Rst, RdWriteEnableIn, RdWriteEnableOut, 1'b1);
  Reg #(64, 64'h0) Imm_reg (Clk, Rst, ImmIn, ImmOut, 1'b1);
  Reg #(7, 7'b0) OpCode_reg (Clk, Rst, OpCodeIn, OpCodeOut, 1'b1);
  Reg #(3, 3'b0) Funct3_reg (Clk, Rst, Funct3In, Funct3Out, 1'b1);
  Reg #(64, 64'h0) Rs1ReadData_reg (Clk, Rst, Rs1ReadDataIn, Rs1ReadDataOut, 1'b1);
  Reg #(64, 64'h0) Rs2ReadData_reg (Clk, Rst, Rs2ReadDataIn, Rs2ReadDataOut, 1'b1);
endmodule
module Reg #(WIDTH = 1, RESET_VAL = 0) (
  input clk,
  input rst,
  input [WIDTH-1:0] din,
  output reg [WIDTH-1:0] dout,
  input wen
);
  always @(posedge clk or negedge rst) begin
    if (!rst) dout <= RESET_VAL;
    else if (wen) dout <= din;
  end
endmodule
==> /design/flow/run.sh <==
#!/bin/bash
# OpenROAD 26Q1-2900-gdf79404cd8, Yosys 0.63+post, stock flow scripts
make -C /OpenROAD-flow-scripts/flow DESIGN_CONFIG=/design/flow/config.mk WORK_HOME=/design/flow/orfs finish
==> /design/flow/config.mk <==
export PLATFORM = sky130hd
export DESIGN_NAME = Ex2Mem
export DESIGN_NICKNAME = Ex2Mem
export VERILOG_FILES = /design/flow/design.v
export SDC_FILE = /design/flow/constraint.sdc
export NUM_CORES = 4
export LEC_CHECK = 1
export CORE_AREA = 10 10 215 215
export DIE_AREA = 0 0 225 225
==> /design/flow/constraint.sdc <==
current_design Ex2Mem

set clk_period 1.0
set clk_io_pct 0.2

create_clock -name clk0 -period $clk_period [get_ports {Clk}]

set non_clock_inputs [all_inputs -no_clocks]
set_input_delay [expr $clk_period * $clk_io_pct] -clock clk0 $non_clock_inputs
set_output_delay [expr $clk_period * $clk_io_pct] -clock clk0 [all_outputs]
==> flow_summary.ini <==
; implementation run metrics
[placed_design]
portBuffers = 545
place_congestion = 0.885
hpwl_mm = 22.4
dp.cells = 1364

[grt]
grt_usage_pct = 10.8
antenna_found_initial = 1
globalRouteOverflowTotal = 0
grt_max_degree = 65
grt_pass1_wl_mm = 39.0
grt_pass1_vias = 5100

[floorplanning]
ioPinCount = 546
fp_util_pct = 16.3
core-area_um2 = 41800
rows = 75
chip_area_um2 = 50600
die_w_um = 225
die_h_um = 225

[pwr]
power_density_nw_per_um2 = 1860
peakVddDrop_mv = 1.24
leakage_nw = 5.85

[setup_path]
slowest_stage = dfrtp_1
crit_fanout = 1
crit_required_ns = 0.80
worst-path-buf-inv = 1
cp_cell_sequence = buf_2
cp_top_family = flip-flops
cp-end-kind = output pin
crit_arrival_ns = 1.09
cp.depth = 1
crit_path_start_kind = flip-flop
max_stage_delay_ns = 0.39
critical_path_class = reg -> out

[routing]
drt-total-wl_mm = 28.2
routedWlPerCell_um = 19.9
drc = 0
insertedDiodeCount = 0
first_pass_iters = 4
drtAntennaViolNets = 0
num_vias = 4590
vias_per_cell = 3.23
drt_iter0_markers = 163

[clocking]
cts_tree = yes
numClockSinks = 272
hold_buffers = 2
post_cts_buffers = 0
cts_root_buf = clkbuf_16
cts.clk_slew.worst_paths_ns = 0.06
numCtsBuffers = 29
htreeDepth = 1
cts_max_path_buffers = 3

[flow_run]
warning_count = 28
drv_cap = 0

[yosys]
netlist_area_um2 = 6810
syn-instance-count = 272
avgSynthCellArea_um2 = 25.0
ys_cells = 272
ys_types = 1
synth-seq-area-share_pct = 100
synth-seq-cells = 272
yosys_warnings = 5
ys_area_um2 = 6810

[layout]
mostFrequentLayoutCells = dfrtp_1 (272), clkdlybuf4s50_1 (272), buf_2 (270)
synthToLayoutAreaGrowth_pct = 86.5
utilization_pct = 30.4
final_layout_size_suffix_gt1_share_pct = 36.9
instances_no_fill = 1419
nMultiInputCombCells = 0
fill_cells = 4180
logic_area_um2 = 0

[sta]
min_period_ns = 1.29
drv_slew = 0
hold_viol = 67
tightest_slew_ns = 0.608
setup_slack_ns = -0.288
setup-violations-final = 272
finalClockPeriodUsage_pct = 129
fmax_ghz = 0.776
rsz0062_at_grt = yes
slew_headroom_pct = 59.5
timing.hold.ws_ns = -0.0755
setup_tns_ns = -58.61

[outcome]
outcome = complete, but fails checks
violations = hold timing, setup timing

[min_path]
min_path_type = in -> async
-- metal layers --
| layer | wire length (um) | vias up | GRT usage, % |
|---|---|---|---|
| li1 | - | 2024 | - |
| met1 | 10300 | 2222 | 12.9 |
| met2 | 13500 | 312 | 17.1 |
| met3 | 3820 | 32 | 5.93 |
| met4 | 573 | 0 | 2.00 |
| met5 | 0 | - | 0 |
-- through the flow --
step	power [mW]	area (um2)	setup WS [ns]
global placement	14.4	13000	-0.0796
finish	23.6	12700	-0.288
global route	24.8	12700	-0.341
floorplan	11.7	6810	0.488
CTS	24.1	12700	-0.321
detailed placement	14.4	13000	-0.0851
-- synthesized netlist by cell type --
master	instances	share of area, %
dfrtp_1	272	100
-- kinds of logic after synthesis --
group	share of synthesized area, %
flip-flops	100
-- power by group --
part / switching, mW / total (mW) / leakage, nW / internal [mW]
clock: 4.08 / 9.99 / 0.426 / 5.91
combinational: 0.595 / 1.96 / 2.26 / 1.36
sequential: 0.127 / 11.7 / 3.17 / 11.6
total: 4.80 / 23.6 / 5.85 / 18.8
-- repair_timing --
item | CTS | global route
gates resized | 894 | 1
cloned | 0 | 0
endpoints found under the hold margin | 272 | 67
setup endpoints to repair | 272 | 449
-- final timing paths --
check	from	to	slack [ns]
setup / recovery	OpCode_reg.dout[3]	OpCodeOut[3]	-0.29
hold / removal	Rst	Rs2ReadData_reg.dout[52]	-0.08
max in group asynchronous	Rst	Rs1ReadData_reg.dout[15]	0.13
min in group clk0	Rs2ReadDataIn[48]	Rs2ReadData_reg.dout[48]	0.08
-- worst min-delay path, stage by stage --
cell	delay (ns)
buf_8	0.08
buf_12	0.10
buf_12	0.10
buf_12	0.12
buf_12	0.24
-- area by class of cell --
cell class | count | area (um2) | share of cell area [%]
Clock buffer | 42 | 825 | 6.50
Clock inverter | 6 | 66.3 | 0.522
Sequential cell | 272 | 6810 | 53.6
Tap cell | 539 | 674 | 5.31
Timing Repair Buffer | 560 | 4320 | 34.0
-- state kept, by name (all words and copies together) (netlist names) --
signal                  cells
RdWriteData_reg.dout       64
OpCode_reg.dout             7
Funct3_reg.dout             3
RdWriteEnable_reg.dout      1
Rs1ReadData_reg.dout       64
Rs2ReadData_reg.dout       64
RdAddr_reg.dout             5
Imm_reg.dout               64
No activity file was given, so power comes from the tool's default toggle rates.
